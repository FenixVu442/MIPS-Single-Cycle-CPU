===== design/flow/config.mk =====
export PLATFORM = sky130hd
export DESIGN_NAME = top_module
export DESIGN_NICKNAME = top_module
export VERILOG_FILES = /design/flow/design.v
export SDC_FILE = /design/flow/constraint.sdc
export NUM_CORES = 4
export LEC_CHECK = 1
export CORE_AREA = 10 10 106 106
export DIE_AREA = 0 0 116 116

===== design/flow/constraint.sdc =====
current_design top_module

set clk_period 6.5
set clk_io_pct 0.2

create_clock -name clk0 -period $clk_period

set non_clock_inputs [all_inputs -no_clocks]
set_input_delay [expr $clk_period * $clk_io_pct] -clock clk0 $non_clock_inputs
set_output_delay [expr $clk_period * $clk_io_pct] -clock clk0 [all_outputs]

===== design/flow/design.v =====
module MatchUnit (  
	input logic [3:0] A, B, decode,
	output logic Y
);
	logic [3:0] diff, x;
	assign diff = A ~^ B;
	genvar i;
	generate
		for (i = 0; i < 4; i = i + 1) begin : withDecode
			assign x[i] = diff[i] | decode[i];
		end
	endgenerate
	assign Y = &x;  
endmodule
module EncoderControl (  
	input logic [1:0] d,
	input logic enable,
	output logic [3:0] decode
);
	always_comb
	case ({enable, d})
		3'b100: decode = 4'b0001;
		3'b101: decode = 4'b0010;
		3'b110: decode = 4'b0100;
		3'b111: decode = 4'b1000;
		default: decode = 4'b0000;
	endcase
endmodule
module PatMatch (
	input logic [31:0] A, B,
	output logic [31:0] Y
);
	logic [3:0] d;  
	logic [28:0] mapOfMatch;
	EncoderControl encode(B[5:4], B[6], d);
	genvar i;
	generate
		for (i = 0; i < 29; i = i + 1) begin : checkMatch
			MatchUnit MU_inst (
				.A(A[i+3:i]),
				.B(B[3:0]),
				.decode(d),
				.Y(mapOfMatch[i])
			);
		end
	endgenerate
	assign Y = {3'b000, mapOfMatch};
endmodule
module top_module (
	input logic [31:0] A, B,
	output logic [31:0] Y
);
	PatMatch matchUnit (A, B, Y);
endmodule

===== design/flow/run.sh =====
#!/bin/bash
# OpenROAD 26Q1-2900-gdf79404cd8, Yosys 0.63+post, stock flow scripts
make -C /OpenROAD-flow-scripts/flow DESIGN_CONFIG=/design/flow/config.mk WORK_HOME=/design/flow/orfs finish

==> metrics.log <==
[metrics] run summary
[metrics] run status: complete, no violations
[metrics] Max Cap Viol: 0
[metrics] Ports: 96
[metrics] flop count: 0
[metrics] post-detailed-route via-to-cell ratio: 4.70
[metrics] slew at the pin with the worst max-slew slack: approximately 0.87 ns
[metrics] headroom to the max-slew limit: 41.6%
[metrics] Net Switching: 0.0874 mW
[metrics] share of layout cells above drive strength 1: 13.6%
[metrics] effective utilization at floorplan: 23.1%
[metrics] f_max: roughly 190 MHz
[metrics] Final Max Tran Viols: 0
[metrics] number of violations reported at the end of detailed-routing iteration 0: 108
[metrics] data required time of the worst path: roughly 5.2 ns
[metrics] cell area after technology mapping: between 2000 and 2500 um^2
[metrics] RSZ-0062 raised after global routing: false
[metrics] Post-CTS Setup Inserts: 0
[metrics] Internal Power: between 0.1 and 0.15 mW
[metrics] LEAKAGE: between 0.7 and 0.8 nW
[metrics] Setup Crit Path Kind: input pin to primary output
[metrics] Max-area cell share: about 25%
[metrics] Chip Area: 13500 um^2
[metrics] final core utilization: 28.2%
[metrics] overflow left after global routing: 0
[metrics] post-DP HPWL: 4.26 mm
[metrics] type of the worst min-delay path: input pin to primary output
[metrics] maximum number of pins on one net before global-route repair: 30
[metrics] area added between synthesis and finish: 22.2%
[metrics] Crit. End Element: primary output
[metrics] top post-synthesis cells by area: sky130_fd_sc_hd__xnor2_1 25%, sky130_fd_sc_hd__xor2_1 25%, sky130_fd_sc_hd__a221oi_2 16%
[metrics] layout clock buffer count: 0
[metrics] hold-fix buffer count after cts: 0
[metrics] minimum clock period: 5.14 ns
[metrics] count of cell types in the netlist: 12
[metrics] total area of sequential cells: 0 um^2
[metrics] wire length reported by the detailed router: 5.97 mm
[metrics] placeable core region: about 9000 um^2
[metrics] average cell area after synthesis: 8.69 um^2
[metrics] sequential share of power: 0%
[metrics] drt drc: 0
[metrics] std cell rows: 34
[metrics] average wire per standard cell: 16.3 um
[metrics] post-route antenna net violation count: 0
[metrics] portion of the post-synthesis area used by sequential elements: 0%
[metrics] final clock period utilization by the worst path: 79.0%
[metrics] cell type with the largest total area after synthesis: sky130_fd_sc_hd__xnor2_1
[metrics] Setup crit start kind: input pin
[metrics] summed standard-cell area reported by yosys: 2040 um^2
[metrics] combinational fraction of design power: 100.0%
[metrics] gpl congestion: 0.721
[metrics] power per cell area: ~76 nW/um^2
[metrics] Yosys Warn Count: 1
[metrics] post-CTS resize count: 0
[metrics] Gate Count Post-Synth: ~240
[metrics] iteration tally of the first detailed-router pass: 4
[metrics] Final Setup Violations: 0
[metrics] wire length of the first global-routing pass: 9.45 mm
[metrics] final hold viol count: 0
[metrics] Total Negative Setup Slacks: 0 ns
[metrics] fraction of power spent switching nets: approximately 46%
[metrics] worst endpoint data arrival time: 3.84 ns
[metrics] critical path fanouts, max: 17
[metrics] tool warning count: 57
[metrics] number of port buffers: 68
[metrics] routed vias: 1716
[metrics] Clk network pwr share: 0%
[metrics] number of antenna diodes: 0
[metrics] Overall Global Routing Usage: 8.35%
[metrics] initial antenna violation count: 0
[metrics] Die W: around 120 um
[metrics] vias in the first global route: 1690
[metrics] Worst VDD drop: approximately 0.000033 V
[metrics] cell total in the yosys stat output: around 240
[metrics] vertical die dimension: 116 um
==> worst max-delay path: stages <==
cell                              delay, ns
sky130_fd_sc_hd__clkdlybuf4s50_1       0.48
sky130_fd_sc_hd__nand3b_1              0.71
sky130_fd_sc_hd__buf_4                 0.49
sky130_fd_sc_hd__a221oi_1              0.31
sky130_fd_sc_hd__clkdlybuf4s50_1       0.52
==> cells by family after synthesis <==
group | Yosys count | share of synthesized area [%]
xor+xnor | 116 | 49.7
compound gates | 58 | 28.0
buf+inv | 56 | 20.4
simple gates | 4 | 1.65
other cells | 1 | 0.184
==> synthesized netlist by cell type (all sizes together) <==
cell type,count
nand3b,2
o22ai,29
and3,1
xnor2,58
buf,56
xor2,58
nor3b,1
conb,1
a221oi,29
==> layout by cell type (no fill, tap or decap) <==
master,count
sky130_fd_sc_hd__xor2_1,58
sky130_fd_sc_hd__nand3b_1,2
sky130_fd_sc_hd__and3_1,1
sky130_fd_sc_hd__o22ai_1,29
sky130_fd_sc_hd__buf_2,4
sky130_fd_sc_hd__buf_4,8
sky130_fd_sc_hd__conb_1,3
sky130_fd_sc_hd__clkdlybuf4s50_1,64
sky130_fd_sc_hd__nor3b_4,1
sky130_fd_sc_hd__a221oi_1,7
sky130_fd_sc_hd__a221oi_2,22
sky130_fd_sc_hd__xnor2_1,58
==> per-stage QoR <==
step / hold slack (ns) / worst slack, ns / instances / power [mW] / instance area (um^2)
5_1_grt: 3.74 / 1.16 / 365 / 0.207 / 2500
6_report: 3.69 / 1.36 / 365 / 0.190 / 2500
4_1_cts: 3.69 / 1.32 / 365 / 0.192 / 2500
3_5_place_dp: 3.68 / 1.32 / 365 / 0.191 / 2500
3_3_place_gp: 3.68 / 1.33 / 365 / 0.189 / 2500
2_1_floorplan: 2.90 / 3.02 / 237 / 0.136 / 2050
==> metal layers <==
layer  track usage (%)  wire (um)  vias up
li1                  -          -      841
met1              11.4       2600      811
met2              13.7       2840       60
met3              1.83        494        4
met4             0.500         30        0
met5                 0          0        -
==> worst paths after layout <==
path	cells after the start	to	slack, ns	start
max	5	Y[4]	1.36	B[4]
min	5	Y[7]	3.69	B[1]
==> area by class of cell <==
cell class         instances  area (um^2)
well taps                108          135
repair buffers            76          721
fillers                  956         6350
multi-input cells        181         1640
==> power by group through the flow <==
stage	clock, mW	combinational (mW)	sequential, mW
after CTS	0	0.192	0
after global routing	0	0.207	0
final	0	0.190	0
Power figures rest on the tool's default switching activity, not on a simulated workload.
